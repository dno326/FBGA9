==> flow/design.v <==
`timescale 1ns / 1ps
module combinational_multiplier(
    input [3:0] A, 
    input [3:0] B,
    output [7:0] product 
);
wire [3:0] m0;
wire [4:0] m1;
wire [5:0] m2;
wire [6:0] m3;
wire [7:0] s1,s2,s3;
assign m0 = {4{B[0]}} & A;
assign m1 = ({4{B[1]}} & A)<<1;
assign m2 = ({4{B[2]}} & A)<<2;
assign m3 = ({4{B[3]}} & A)<<3;
assign s1 ={4'b000, m0} + {3'b000, m1};
assign s2 = s1 + {2'b00, m2};
assign s3 = s2 + {1'b0, m3};
assign product = s3;
endmodule
`timescale 1ns / 1ps
module multiplexed_7seg_display (
    input clk,                        
    input [15:0] product,             
    output reg [6:0] seg,             
    output reg [3:0] anodes           
);
    reg [3:0] hex_digits [3:0];       
    reg [1:0] current_digit;          
    always @(product) begin
        hex_digits[0] = product[3:0];      
        hex_digits[1] = product[7:4];
        hex_digits[2] = product[11:8];
        hex_digits[3] = product[15:12];    
    end
    reg [6:0] seg_encoding [15:0];
    initial begin
        seg_encoding[0]  = 7'b1111110;    
        seg_encoding[1]  = 7'b0110000;    
        seg_encoding[2]  = 7'b1101101;    
        seg_encoding[3]  = 7'b1111001;    
        seg_encoding[4]  = 7'b0110011;    
        seg_encoding[5]  = 7'b1011011;    
        seg_encoding[6]  = 7'b1011111;    
        seg_encoding[7]  = 7'b1110000;    
        seg_encoding[8]  = 7'b1111111;    
        seg_encoding[9]  = 7'b1111011;    
        seg_encoding[10] = 7'b1110111;    
        seg_encoding[11] = 7'b0011111;    
        seg_encoding[12] = 7'b1001110;    
        seg_encoding[13] = 7'b0111101;    
        seg_encoding[14] = 7'b1001111;    
        seg_encoding[15] = 7'b1000111;    
    end
    always @(posedge clk) begin
        case (current_digit)
            2'b00: begin
                seg <= seg_encoding[hex_digits[0]];   
                anodes <= 4'b1110;                    
            end
            2'b01: begin
                seg <= seg_encoding[hex_digits[1]];   
                anodes <= 4'b1101;                    
            end
            2'b10: begin
                seg <= seg_encoding[hex_digits[2]];   
                anodes <= 4'b1011;                    
            end
            2'b11: begin
                seg <= seg_encoding[hex_digits[3]];   
                anodes <= 4'b0111;                    
            end
        endcase
    end
    always @(posedge clk) begin
        current_digit <= current_digit + 1;
    end
endmodule
`timescale 1ns / 1ps
module sequential_multiplier(
    input clk,
    input reset,
    input start,
    input [3:0] A,
    input [3:0] B, 
    output reg [7:0] product,
    output reg done
);
    parameter S0_idle = 0, S1_multiply = 1, S2_update_result = 2, S3_done = 3;
    reg [7:0] partial_product;
    reg [7:0] multiplicand;
    reg [3:0] shift_count;
    reg [3:0] operand_bb;
    reg [1:0] CS, NS;
    always @(posedge clk or posedge reset) begin
        if (reset)
            CS <= S0_idle;  
        else
            CS <= NS;  
    end
    always @(posedge clk or posedge reset) begin
        if (reset) begin
            partial_product <= 8'b0;
            shift_count <= 4'b0;
            multiplicand <= 8'b0;
            operand_bb <= 4'b0;
            product <= 8'b0;
            done <= 0;
        end else begin
            case (CS)
                S0_idle: begin
                    if (start) begin
                        partial_product <= 8'b0;
                        multiplicand <= {4'b0, A};
                        operand_bb <= B;
                        shift_count <= 4'b0;
                        done <= 0;
                        NS = S1_multiply;
                    end else begin
                        NS = S0_idle;
                    end
                end
                S1_multiply: begin
                    if (shift_count < 4) begin
                        if (operand_bb[0]) 
                            partial_product <= partial_product + multiplicand;
                        multiplicand <= multiplicand << 1;
                        operand_bb <= operand_bb >> 1;
                        shift_count <= shift_count + 1;
                        NS = S1_multiply;
                    end else begin
                        NS = S2_update_result;
                    end
                end
                S2_update_result: begin
                    product <= partial_product;
                    done <= 1;
                    NS = S3_done;
                end
                S3_done: begin
                    NS = S0_idle;
                end
            endcase
        end
    end
endmodule
`timescale 1ns / 1ps
module top_multiplier (
    input clk,                    
    input reset,                  
    input start,                  
    input select,                 
    input [7:0] A,                
    input [7:0] B,                
    output reg [15:0] product,    
    output reg done,              
    output [6:0] seg,             
    output [3:0] anodes           
);
    wire [15:0] seq_product;
    wire [15:0] comb_product;
    wire seq_done;
    sequential_multiplier seq_mult (
        .clk(clk),
        .reset(reset),
        .start(start),
        .A(A),
        .B(B),
        .product(seq_product),
        .done(seq_done)
    );
    combinational_multiplier comb_mult (
        .A(A),
        .B(B),
        .product(comb_product)
    );
    always @(*) begin
        if (select) begin
            product = comb_product;
            done = 1;  
        end else begin
            product = seq_product;
            done = seq_done;
        end
    end
    multiplexed_7seg_display display (
        .clk(clk),
        .product(product),
        .seg(seg),           
        .anodes(anodes)      
    );
endmodule
==> flow/run.sh <==
#!/bin/bash
# OpenROAD 26Q1-2900-gdf79404cd8, Yosys 0.63+post, stock flow scripts
make -C /OpenROAD-flow-scripts/flow DESIGN_CONFIG=/design/flow/config.mk WORK_HOME=/design/flow/orfs finish
==> flow/config.mk <==
export PLATFORM = sky130hd
export DESIGN_NAME = top_multiplier
export DESIGN_NICKNAME = top_multiplier
export VERILOG_FILES = /design/flow/design.v
export SDC_FILE = /design/flow/constraint.sdc
export NUM_CORES = 4
export LEC_CHECK = 1
export CORE_UTILIZATION = 30
==> flow/constraint.sdc <==
current_design top_multiplier

set clk_period 5.3
set clk_io_pct 0.2

create_clock -name clk0 -period $clk_period [get_ports {clk}]

set non_clock_inputs [all_inputs -no_clocks]
set_input_delay [expr $clk_period * $clk_io_pct] -clock clk0 $non_clock_inputs
set_output_delay [expr $clk_period * $clk_io_pct] -clock clk0 [all_outputs]
==> impl_metrics.env <==
# implementation run metrics
export IMPL_power_uw=1440
export IMPL_ys_sh_xor_pct=2.65
export IMPL_dp_hpwl_um=4250
export IMPL_clkTransAtPathRegs_ns=0.10
export IMPL_synthCells=306
export IMPL_slew_headroom_pct=57.6
export IMPL_irDropWorstVdd_v=0.000136
export IMPL_drive_gt1_share_pct=15.1
export IMPL_gp_congestion=0.847
export IMPL_grt_antenna_before_repair=0
export IMPL_gr_total_overflow=0
export IMPL_p_switching_uw=534
export IMPL_ys_seq_share_pct=40.2
export IMPL_fillCellCount=917
export IMPL_cts_sinks=50
export IMPL_tool_warnings=45
export IMPL_grt_pass1_wl_um=9800
export IMPL_drtAntennaViolNets=0
export IMPL_avgSynthCellArea_sq_um=9.73
export IMPL_cts_tree="yes"
export IMPL_final_hold_viol_count=0
export IMPL_finalClockPeriodUsage_pct=97.1
export IMPL_post_drt_wl_per_cell_um=11.6
export IMPL_stdcell_area_sq_um=3580
export IMPL_status="completed"
export IMPL_endpoint_kind="primary output"
export IMPL_critPathKind="in2out"
export IMPL_layout_top_cell="nand2_1"
export IMPL_dr_pass1_iters=4
export IMPL_skew_ns=0.0135
export IMPL_synth_async_reset_ratio_pct=70.0
export IMPL_comb_power_share_pct=43.1
export IMPL_synth_flops=50
export IMPL_synth_cell_types=42
export IMPL_numCtsBuffers=5
export IMPL_worstPathRequired_ns=4.24
export IMPL_rsz0062_at_grt="no"
export IMPL_lay_top_cells="nand2_1 (50), dfrtp_1 (35), ha_1 (31), clkdlybuf4s50_1 (24), nor2_1 (18)"
export IMPL_ys_warn_count=10
export IMPL_placed_area_sq_um=3480
export IMPL_synthMuxAreaShare_pct=4.62
export IMPL_grt_use_total_pct=12.1
export IMPL_wl_um=5590
export IMPL_pwr_share_seq_pct=41.1
export IMPL_yosys_area_top_type_share_pct=29.4
export IMPL_antennaDiodeCount=0
export IMPL_die_area_sq_um=10300
export IMPL_pwr_share_clk_pct=15.8
export IMPL_comb_area_sq_um=1660
export IMPL_yosys_area_share_aoi_pct=11.9
export IMPL_flop_area_sq_um=1200
export IMPL_slew_viol_final=0
export IMPL_io_pins=48
export IMPL_enable_flop_cells=2
export IMPL_vias_per_cell=4.44
export IMPL_drc=0
export IMPL_via_count=2130
export IMPL_clockRootBuffer="clkbuf_8"
export IMPL_yosysCellCount=306
export IMPL_numPortBuffers=31
export IMPL_yosysChipArea_sq_um=2980
export IMPL_timing_max_cap_violations=0
export IMPL_crit_arrival_ns=4.09
export IMPL_dominantRegCellSynth="dfrtp_1"
export IMPL_top_area_cell="dfrtp_1"
export IMPL_core_area_sq_um=9420
export IMPL_syn_area_sq_um=2980
export IMPL_clk_path_buf_depth=2
export IMPL_area_leaders="dfrtp_1 (29%), ha_1 (13%), dfxtp_1 (8.7%), nand2_1 (6.3%), fa_1 (4.0%)"
export IMPL_p_sw_share_pct=37.0
export IMPL_dr_first_iter_drc_count=55
export IMPL_ys_sh_adder_pct=17.5
export IMPL_worst_pin_slew_ns=0.632
export IMPL_grt_pass1_vias=2124
export IMPL_holdWs_ns=0.357
export IMPL_fp_dieH_um=102
export IMPL_startpoint_type="input pin"
export IMPL_final_core_util_pct=38.0
export IMPL_path_max_fanout=4
export IMPL_fmax_mhz=194
export IMPL_htreeDepth=2
export IMPL_syn_to_final_growth_pct=20.3
export IMPL_rows=35
export IMPL_die_w_um=102
export IMPL_insertion_delay_ns=0.31
export IMPL_finalSetupViolations=0
export IMPL_power_density_nw_per_um2=403
export IMPL_simple_gate_area_share_pct=17.1
export IMPL_topCombFamilyByArea="adder cells"
export IMPL_grt_start_max_net_pins=38
export IMPL_internal_power_uw=909
export IMPL_hp_class="reg2reg"
export IMPL_p_leak_uw=0.00173
export IMPL_fin_crit_ns=5.15
export IMPL_initial_core_util_pct=31.6
==> flip-flops by register name, indices dropped and copies added (netlist names) <==
name,cells
display.current_digit,2
seq_mult.product,8
seq_mult.NS,2
seq_mult.operand_bb,4
seq_mult.CS,2
seq_mult.multiplicand,8
display.seg,7
seq_mult.partial_product,8
seq_mult.done,1
display.anodes,4
seq_mult.shift_count,4
==> repair_timing <==
item | in CTS | in global routing
hold buffers | 0 | 0
setup endpoints to repair | 2 | 1
resized | 13 | 16
cloned | 0 | 0
pin swaps | 4 | 6
buffers inserted | 1 | 0
==> area by class of cell <==
class / instances / share of cell area [%]
sequential: 50 / 33.4
clock inverter: 3 / 0.664
tap: 129 / 4.51
clock buffer: 5 / 1.92
timing repair buffer: 47 / 11.3
inverter: 18 / 1.89
multi-input combinational: 228 / 46.4
==> worst paths after layout <==
kind / from / slack, ns / to / cells past startpoint
hold reg to reg: seq_mult.NS[1]$_DFFE_PN_ / 0.36 / seq_mult.CS[1]$_DFF_PP0_ / 0
setup reg to reg: seq_mult.multiplicand[1]$_DFFE_PP0P_ / 3.02 / seq_mult.partial_product[7]$_DFFE_PP0P_ / 8
setup / recovery: A[0] / 0.15 / product[7] / 12
max in group asynchronous: reset / 3.82 / seq_mult.partial_product[5]$_DFFE_PP0P_ / 3
hold / removal: seq_mult.NS[1]$_DFFE_PN_ / 0.36 / seq_mult.CS[1]$_DFF_PP0_ / 0
min in group asynchronous: reset / 1.14 / seq_mult.shift_count[2]$_DFFE_PP0P_ / 3
==> layer usage <==
| layer | GRT usage [%] | share of wire (%) | wire [um] | vias up |
|---|---|---|---|---|
| met5 | 0 | 0 | 0 | - |
| met4 | 1.56 | 1.5 | 85 | 0 |
| met3 | 1.82 | 3.3 | 182 | 8 |
| met2 | 19.6 | 43 | 2400 | 37 |
| met1 | 18.0 | 52 | 2920 | 978 |
| li1 | - | - | - | 1107 |
==> power groups by stage <==
stage     Clock [uW]  Sequential, uW  Combinational [uW]
6_report         229             593                 622
5_1_grt          258             613                 720
4_1_cts          239             594                 624
==> cells in the mapped netlist (all sizes together) (3+ instances only) <==
master,count
a21o,3
a21oi,9
a22o,7
a31oi,8
and2,13
buf,10
clkbuf,7
dfrtp,35
dfxtp,13
fa,6
ha,32
inv,18
mux2,7
nand2,50
nand2b,7
nand3,11
nor2,18
nor2b,4
nor3,3
o211ai,3
o21ai,14
xnor2,6
xor2,3
==> cells by family (layout without fill, tap and decap cells) <==
group	after synthesis	after routing
buf+inv	35	73
compound gates	53	53
flops	50	50
simple gates	110	110
mux	10	10
fa+ha+maj	38	38
xor+xnor	9	9
other cells	1	8
==> critical path, stage by stage <==
cell and delay, ns:
clkbuf_2 0.13, and2_4 0.15, fa_1 0.50, fa_1 0.53
ha_2 0.19, inv_2 0.04, fa_2 0.35, nand2b_4 0.15
a21oi_2 0.14, xor2_1 0.22, mux2_4 0.18, clkdlybuf4s50_1 0.46
==> stage by stage <==
step	worst slack, ns	cells	TNS, ns
floorplan	0.795	313	0
global placement	-0.311	471	-0.421
detailed placement	-0.316	471	-0.443
CTS	0.0280	480	0
global route	0.0209	480	0
finish	0.152	480	0
Power is estimated from default activity; no workload was simulated.
